==> design/flow/design.v <==
`timescale 1ns/1ps
module INPUT_STREAM_if
#(
    parameter TBITS = 32 ,
    parameter TBYTE = 4
)(
    input  wire             ACLK,
    input  wire             ARESETN,
    input  wire             TVALID,
    output wire             TREADY,
    input  wire [TBITS-1:0] TDATA,
    input  wire [TBYTE-1:0] TKEEP,
    input  wire [1-1:0]     TLAST,
    input  wire [1-1:0]     TUSER,
    output wire [TBITS-1:0] isif_data_dout,
    output wire [TBYTE-1:0] isif_strb_dout,
    output wire [1-1:0]     isif_last_dout,
    output wire [1-1:0]     isif_user_dout,
    output wire             isif_empty_n,
    input  wire             isif_read
);
wire             fifo_write;
wire             fifo_full_n;
wire [TBITS+TBYTE+2-1:0] isif_din;
wire [TBITS+TBYTE+2-1:0] isif_dout;
wire          s_valid;
wire          s_ready;
wire [TBITS+TBYTE+2-1:0] s_data;   
wire          m_valid;
wire          m_ready;
wire [TBITS+TBYTE+2-1:0] m_data;
INPUT_STREAM_reg_slice #(
    .N       ( TBITS+TBYTE+2 )
) rs (
    .clk     ( ACLK ),
    .rstn    ( ARESETN ),
    .s_data  ( s_data ),
    .s_valid ( s_valid ),
    .s_ready ( s_ready ),
    .m_data  ( m_data ),
    .m_valid ( m_valid ),
    .m_ready ( m_ready )
);
INPUT_STREAM_fifo #(
    .DATA_BITS  ( TBITS+TBYTE+2 ),
    .DEPTH_BITS ( 4 )
) isif_fifo (
    .clk        ( ACLK ),
    .rstn       ( ARESETN ),
    .empty_n    ( isif_empty_n ),
    .full_n     ( fifo_full_n ),
    .read       ( isif_read ),
    .write      ( fifo_write ),
    .dout       ( isif_dout ),
    .din        ( isif_din )
);
assign TREADY = s_ready;
assign s_valid = TVALID;
assign m_ready = fifo_full_n;
assign s_data  = {TUSER, TLAST, TKEEP, TDATA};
assign fifo_write     = fifo_full_n & m_valid;
assign isif_din       = m_data;
assign isif_data_dout = isif_dout[TBITS-1:0];
assign isif_strb_dout = isif_dout[TBITS+TBYTE-1:TBITS];
assign isif_last_dout = isif_dout[TBITS+TBYTE:TBITS+TBYTE];
assign isif_user_dout = isif_dout[TBITS+TBYTE+1:TBITS+TBYTE+1];
endmodule   
`timescale 1ns/1ps
module INPUT_STREAM_fifo
#(parameter
    DATA_BITS  = 8,
    DEPTH_BITS = 4
)(
    input  wire                 clk,
    input  wire                 rstn,
    output wire                 empty_n,
    output wire                 full_n,
    input  wire                 read,
    input  wire                 write,
    output wire [DATA_BITS-1:0] dout,
    input  wire [DATA_BITS-1:0] din
);
localparam
    DEPTH = 1 << DEPTH_BITS;
reg                   empty;
reg                   full;
reg  [DEPTH_BITS-1:0] index;
reg  [DATA_BITS-1:0]  mem[0:DEPTH-1];
assign empty_n = ~empty;
assign full_n  = ~full;
assign dout    = mem[index];
always @(posedge clk or negedge rstn) begin
    if (~rstn)
        empty <= 1'b1;
    else if (empty & write & ~read)
        empty <= 1'b0;
    else if (~empty & ~write & read & (index==1'b0))
        empty <= 1'b1;
end
always @(posedge clk or negedge rstn) begin
    if (~rstn)
        full <= 1'b0;
    else if (full & read & ~write)
        full <= 1'b0;
    else if (~full & ~read & write & (index==DEPTH-2'd2))
        full <= 1'b1;
end
always @(posedge clk or negedge rstn) begin
    if (~rstn)
        index <= {DEPTH_BITS{1'b1}};
    else if (~empty & ~write & read)
        index <= index - 1'b1;
    else if (~full & ~read & write)
        index <= index + 1'b1;
end
always @(posedge clk) begin
    if (~full & write) mem[0] <= din;
end
genvar i;
generate
    for (i = 1; i < DEPTH; i = i + 1) begin : gen_sr
        always @(posedge clk) begin
            if (~full & write) mem[i] <= mem[i-1];
        end
    end
endgenerate
endmodule   
`timescale 1ns/1ps
module INPUT_STREAM_reg_slice
#(parameter
    N = 8    
) (
    input  wire         clk,
    input  wire         rstn,
    input  wire [N-1:0] s_data,
    input  wire         s_valid,
    output wire         s_ready,
    output wire [N-1:0] m_data,
    output wire         m_valid,
    input  wire         m_ready
);
localparam [1:0]
    ZERO = 2'b10,
    ONE  = 2'b11,
    TWO  = 2'b01;
reg  [N-1:0] data_p1;
reg  [N-1:0] data_p2;
wire         load_p1;
wire         load_p2;
wire         load_p1_from_p2;
reg          s_ready_t;
reg  [1:0]   state;
reg  [1:0]   next;
assign s_ready = s_ready_t;
assign m_data  = data_p1;
assign m_valid = state[0];
assign load_p1 = (state == ZERO && s_valid) ||
                 (state == ONE && s_valid && m_ready) ||
                 (state == TWO && m_ready);
assign load_p2 = s_valid & s_ready;
assign load_p1_from_p2 = (state == TWO);
always @(posedge clk) begin
    if (load_p1) begin
        if (load_p1_from_p2)
            data_p1 <= data_p2;
        else
            data_p1 <= s_data;
    end
end
always @(posedge clk) begin
    if (load_p2) data_p2 <= s_data;
end
always @(posedge clk) begin
    if (~rstn)
        s_ready_t <= 1'b0;
    else if (state == ZERO)
        s_ready_t <= 1'b1;
    else if (state == ONE && next == TWO)
        s_ready_t <= 1'b0;
    else if (state == TWO && next == ONE)
        s_ready_t <= 1'b1;
end
always @(posedge clk) begin
    if (~rstn)
        state <= ZERO;
    else
        state <= next;
end
always @(*) begin
    case (state)
        ZERO:
            if (s_valid & s_ready)
                next = ONE;
            else
                next = ZERO;
        ONE:
            if (~s_valid & m_ready)
                next = ZERO;
            else if (s_valid & ~m_ready)
                next = TWO;
            else
                next = ONE;
        TWO:
            if (m_ready)
                next = ONE;
            else
                next = TWO;
        default:
            next = ZERO;
    endcase
end
endmodule   
==> design/flow/run.sh <==
#!/bin/bash
# OpenROAD 26Q1-2900-gdf79404cd8, Yosys 0.63+post, stock flow scripts
make -C /OpenROAD-flow-scripts/flow DESIGN_CONFIG=/design/flow/config.mk WORK_HOME=/design/flow/orfs finish
==> design/flow/config.mk <==
export PLATFORM = sky130hd
export DESIGN_NAME = INPUT_STREAM_if
export DESIGN_NICKNAME = INPUT_STREAM_if
export VERILOG_FILES = /design/flow/design.v
export SDC_FILE = /design/flow/constraint.sdc
export NUM_CORES = 4
export LEC_CHECK = 1
export CORE_UTILIZATION = 50
==> design/flow/constraint.sdc <==
current_design INPUT_STREAM_if

set clk_period 19.6
set clk_io_pct 0.2

create_clock -name clk0 -period $clk_period [get_ports {ACLK}]

set non_clock_inputs [all_inputs -no_clocks]
set_input_delay [expr $clk_period * $clk_io_pct] -clock clk0 $non_clock_inputs
set_output_delay [expr $clk_period * $clk_io_pct] -clock clk0 [all_outputs]
==> notes.md <==
yosys + openroad results -> Pleak around 9.2 nW, area share, top type 79.50%, Worst Hold Launch rs.data_p1[30], Register-to-Register Setup Slack roughly 15 ns, final worst path period need around 8.3 ns, Post-synth ARST share 0.8658%, Cell Type Count 58, Area contributors post-synth edfxtp_1, a222oi_1, o22a_1, vias per cell 6.428, hold endpoint isif_fifo.mem[0][30], HP Class register to register, Gates resized, CTS repair 0, crit end category output pin, Num CTS Buffers 73, Final Max-Slew Violation Tally 0, Max Buffers Root-to-Sink 3, final period utilization 42.17%, CTS Hold Bufs 0, Final ANT Viol Nets 0, initial core utilization about half, main flop type edfxtp_1, n_diodes 0, fmax between 100 and 150 MHz, port buffer count between 80 and 90, startpoint types register, Final Wtd Congestion 0.8325, CTS tree built, Layout area overhead 13.90%, CTS sink cnt between 600 and 700, Register-to-Register Path Depth 6, CTS root buffer clkbuf_16, Synth Area per Inst 18.91 um2, status completed, Hold Path Depth 0, CTS clk-pin slew, worst paths about 0.060 ns, Syn. warnings 3, Setup TNS 0 ns, Detailed Place HPWL 30110 um, chip area 52590 um2, vias in the first global route 14916, clk ins delay skew pair 0.60 ns, Final Hold Vio Count 0, register share after synthesis around 80%, # IOs 82, post-route DRC violation count 0, worst-margin pin slew 0.8322 ns, relative slew slack 44.52%, GRT overflow 0, reg2reg end isif_fifo.mem[15][16], Flops after synth 693, first-pass GRT wire length 87590 um, tool warning count 33, Crit path required time 15.68 ns, Max-Cap Viols 0, drt first-iter violations 1458, setup ws final 11.33 ns, share of post-route cells with drive strength above 1 12.81%, Synth Instances 1366, Die Ht 229.3 um, Place WS 12.00 ns, Core Area 50580 um2, RR Startpoint rs.state[0], largest area contributor in the netlist edfxtp_1, WL final 57790 um, Std-Cell Rows between 80 and 90, post-place instance area 27220 um2, cells in synth_stat.txt 1366, RSZ-0062 raised after global routing false, first-pass detailed-route iteration total 7, WS Path Type register to output pin, Worst Skew 0.01257 ns, largest fanout on the critical path 41, Post-Syn Area 25840 um2, Die X 229.3 um, DR WL/cell approximately 27 um, largest net degree at the start of global routing about 150, data arrival time of the critical path 4.35 ns, vias 13955, Final Cell Area 29430 um2, gr usage total between 20% and 30%, PwrDens 147.5 nW/um2, postcts setup bufs 0, # setup viols final 0, Post-synth EDFFs 684, initial antenna violation count 0, YS chip area 25840 um2, Worst VDD drop approximately 100 uV, H-tree depth 3
## worst max-delay path, stage by stage, from the launching register on
cell	delay, ns
dfstp_2	0.39
inv_1	0.23
ha_4	0.57
buf_4	0.63
and2_4	0.66
a221oi_1	0.17
o21ai_1	0.30
o22a_1	0.25
clkdlybuf4s50_1	0.48
## report_power, final
part / leakage, nW / switching [mW] / internal (mW)
clock network: 1.08 / 0.544 / 0.755
logic: 1.71 / 0.759 / 0.554
registers: 6.41 / 0.0290 / 1.70
## per-layer routing
layer	track usage [%]	wire [um]	vias to the layer above
met5	0.7353	0	-
met4	4.688	1235	0
met3	18.12	9513	99
met2	31.05	24250	905
met1	39.84	22800	6909
li1	-	-	6042
## registers in the layout, summed over array words and instances, names as in the netlist
register,count
isif_fifo.empty,1
isif_fifo.full,1
isif_fifo.index,4
isif_fifo.mem,608
rs.data_p1,38
rs.data_p2,38
rs.s_ready_t,1
rs.state,2
## cells by family after synthesis
| logic type | share of synthesized area (%) |
|---|---|
| AND-OR/OR-AND | 13.35 |
| XOR/XNOR | 0.1017 |
| adder cells (fa/ha/maj) | 0.2421 |
| buffers and inverters | 2.557 |
| flip-flops | 80.34 |
| multiplexers | 1.908 |
| AND/OR/NAND/NOR | 1.506 |
## through the flow
step,hold slack (ns),instances,utilization [%],power [mW]
floorplan,0.4003,1366,-,2.536
global placement,0.4026,2047,53.81,3.063
detailed placement,0.4045,2047,53.81,3.064
CTS,0.4156,2171,58.18,4.370
global route,0.4223,2171,58.18,4.528
finish,0.4093,2171,58.18,4.339
## layout make-up
class | instances | area, um2
Clock inverter | 25 | 202.7
Inverter | 8 | 37.54
Multi-Input combinational cell | 558 | 4496
Fill cell | 3657 | 21150
Sequential cell | 693 | 20760
Timing Repair Buffer | 116 | 1086
Tap cell | 672 | 840.8
Clock buffer | 99 | 2009
## how the worst max path moves through the flow
stage	slack, ns	endpoint	startpoint	depth (start not counted)
5_1_grt	11.13	isif_data_dout[11]	isif_fifo.index[1]	9
4_1_cts	11.33	isif_strb_dout[3]	isif_fifo.index[1]	9
6_report	11.33	isif_data_dout[27]	isif_fifo.index[0]	8
## cell usage after synthesis (9+ instances only)
cell / n
clkbuf_1: 32
a22o_1: 9
o22a_1: 64
a32o_1: 12
o21ai_1: 52
buf_6: 19
a21oi_1: 46
edfxtp_1: 684
a221oi_1: 60
nand2_1: 19
buf_2: 45
a222oi_1: 85
a2bb2oi_1: 28
nor2_1: 12
nand3_1: 9
mux2_2: 42
a22oi_1: 25
## cell usage in the layout, fill, tap and decap left out, types with 5 or more instances in the layout
cell / n
a211oi_1: 5
a21oi_1: 45
a221oi_1: 60
a222oi_1: 85
a22o_1: 9
a22oi_1: 25
a2bb2oi_1: 28
a311oi_1: 5
a31oi_1: 6
a32o_1: 12
a32oi_1: 8
buf_4: 34
clkbuf_1: 22
clkbuf_16: 77
clkdlybuf4s50_1: 81
clkinv_1: 10
clkinv_2: 8
dfstp_2: 5
edfxtp_1: 684
inv_1: 6
mux2_2: 42
nand2_1: 18
nand2b_1: 5
nand3_1: 9
nor2_1: 12
nor3_1: 5
o21ai_0: 8
o21ai_1: 52
o22a_1: 64
Power is estimated from default activity; no workload was simulated.
