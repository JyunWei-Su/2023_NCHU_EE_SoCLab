==> constraint.sdc <==
current_design lab3_user_logic

set clk_period 1.6
set clk_io_pct 0.2

create_clock -name clk0 -period $clk_period [get_ports {S_AXI_ACLK}]

set non_clock_inputs [all_inputs -no_clocks]
set_input_delay [expr $clk_period * $clk_io_pct] -clock clk0 $non_clock_inputs
set_output_delay [expr $clk_period * $clk_io_pct] -clock clk0 [all_outputs]
==> design.v <==
`timescale 1ns / 1ps
module lab3_user_logic # (
	parameter LED_WIDTH = 8
	)
	(
    input S_AXI_ACLK,
    input slv_reg_wren,
    input [2:0] axi_awaddr,
    input [31:0] S_AXI_WDATA,
    input S_AXI_ARESETN,
    output reg [LED_WIDTH-1:0] LED
    );
  always @( posedge S_AXI_ACLK )
  begin
    if ( S_AXI_ARESETN == 1'b0 )
        LED <= 4'b0;
    else 
      if (slv_reg_wren && (axi_awaddr == 3'h0))
          LED <= S_AXI_WDATA[LED_WIDTH-1:0];
      end
endmodule
==> run.sh <==
#!/bin/bash
# OpenROAD 26Q1-2900-gdf79404cd8, Yosys 0.63+post, stock flow scripts
make -C /OpenROAD-flow-scripts/flow DESIGN_CONFIG=/design/flow/config.mk WORK_HOME=/design/flow/orfs finish
==> config.mk <==
export PLATFORM = sky130hd
export DESIGN_NAME = lab3_user_logic
export DESIGN_NICKNAME = lab3_user_logic
export VERILOG_FILES = /design/flow/design.v
export SDC_FILE = /design/flow/constraint.sdc
export NUM_CORES = 4
export LEC_CHECK = 1
export CORE_AREA = 10 10 70 70
export DIE_AREA = 0 0 80 80
==> flow_summary.yaml <==
# yosys + openroad results
final_timing:
  worst_pin_slew_ns: 0.213
  fmax_mhz: 730
  rsz0062_at_grt: "no"
  tns_ns: 0
  hold_violations: 0
  slew_violations: 0
  fin_crit_sh_pct: 85.6
  setup_viol: 0
  min_period_ns: 1.37
  maxSlewHeadroom_pct: 85.8
  fin_worst_skew_ns: 0
  fin_ws_ns: 0.231
power:
  comb_power_share_pct: 15.2
  power_switching_share_pct: 21.1
  switching_power_mw: 0.0896
  peakVddDrop_v: 0.000109
  p_int_mw: 0.335
  power_frac_clock_pct: 36.3
  leakagePower_nw: 0.223
  seqPwrFrac_pct: 48.5
  power_density_nw_per_um2: 667
cts:
  ctsRootBufferMaster: "clkbuf_4"
  clk_latency_ns: 0.25
  cts_resized: 0
  cts_max_level: 1
  cts_buffer_depth: 2
  cts_sinks: 8
  ctsHoldBuffers: 0
  path_clk_slew_ns: 0.06
  cts_setup_buffers: 0
  cts_buffers: 3
  cts_tree: "yes"
synthesis:
  ys_cells: 36
  topCombFamilyByArea: "simple AND/OR/NAND/NOR gates"
  area_leaders: "dfxtp_1 46%, mux2i_1 23%, nand2_1 17%"
  synth-simple-area-share_pct: 24.3
  aoi_share_pct: 0
  synth_cell_types: 7
  mux_share_pct: 23.2
  synth_warnings: 1
  synth_top_cell_by_area: "dfxtp_1"
  ys.flops: 8
  xor_share_pct: 0
  avgSynthCellArea_um2: 9.59
  ys_seq_share_pct: 46.4
  ys_area_um2: 345
  yosysTopAreaCellShare_pct: 46.4
  syn_inst: 36
  syn-cell-area_um2: 345
  synth_adder_area_share_pct: 0
critical_path:
  worst-path-max-fanout: 2
  cp_top_family: "buffers and inverters"
  regToRegEndpoint: "LED[2]"
  cp.buffers_inverters: 1
  reg2reg_depth: 2
  required_ns: 1.28
  cp-start-kind: "flip-flop"
  worstSetupPathType: "flip-flop to output port"
  regToRegSetupSlack_ns: 1.03
  worstPathCellList: "clkdlybuf4s50_1"
  arrival_ns: 1.05
  end_kind: "output port"
  cpPeakStageDelay_ns: 0.47
  slowest_stage: "clkdlybuf4s50_1"
  r2r-start: "LED[2]"
cells_and_area:
  area_delta_synth_final_pct: 84.4
  nFillCells: 374
  largest-register: "LED"
  top_regs: "LED x8"
  drive_gt1_share_pct: 11.7
  most-common-layout-cells: "21 x clkdlybuf4s50_1, 16 x nand2_1, 8 x dfxtp_1, 8 x mux2i_1"
  largest_reg_flops: 8
  layout_top_cell: "clkdlybuf4s50_1"
routing:
  antenna_cells: 0
  routed_wl_um: 977
  wl_per_cell_um: 9.22
  met1_length_um: 404
  num_vias: 315
  drtAntennaViolNets: 0
  first_iter_violations: 14
  vias_per_cell: 2.97
  top_layer: "met4"
  wl_met3_um: 129
  drt_first_pass_iters: 4
  wl_met2_um: 407
  drc_errors: 0
run:
  drv_cap: 0
  warnings: 49
hold_path:
  min_path_cells: 2
  hold-path-endpoint: "LED[6]"
  hold_start: "LED[6]"
  hold_class: "flip-flop to flip-flop"
place:
  place_congestion: 0.798
  dpl.hpwl_um: 818
  io_buffer_count: 21
  post-place-ws_ns: 0.0635
die:
  rows: 21
  initCoreUtil_pct: 10.1
  die_w_um: 80
  die_h_um: 80
  io_pins: 46
  core-area_um2: 3420
  dieArea_um2: 6400
global_route:
  grt_max_degree: 17
  grt_pass1_wl_mm: 1.51
  antenna_found_initial: 0
  first_global_vias: 321
  grt_usage_pct: 2.83
  grt.overflow.total: 0
run_status:
  outcome: "completed"
[power groups by stage]
stage,Sequential [mW],Clock [mW],Combinational (mW)
after CTS,0.206,0.167,0.0658
after global routing,0.206,0.182,0.0703
final,0.206,0.154,0.0645
[per-layer routing]
layer	GRT usage, %	vias to the layer above
li1	-	164
met1	3.49	136
met2	4.09	13
met3	1.14	2
met4	1.58	0
met5	0	-
[worst max-delay path by stage]
stage,startpoint,end,slack (ns),cells after the start
after CTS,LED[7],LED[7],0.20,1
final,LED[2],LED[2],0.23,1
after global routing,LED[7],LED[7],0.16,1
[cell families after synthesis]
logic type	Yosys count
and+or+nand+nor	17
muxes	8
DFF	8
buffers and inverters	3
[through the flow]
stage | power (mW) | cells | hold WS [ns] | utilization, % | cell area, um^2
after floorplan | 0.229 | 36 | 0.420 | - | 345
after global placement | 0.274 | 103 | 0.442 | 18.0 | 614
after detailed placement | 0.276 | 103 | 0.451 | 18.0 | 614
after CTS | 0.439 | 106 | 0.459 | 18.6 | 637
after global routing | 0.458 | 106 | 0.473 | 18.6 | 637
final | 0.425 | 106 | 0.456 | 18.6 | 637
[synthesized netlist by cell type, drive strengths merged]
| master | number |
|---|---|
| clkbuf | 1 |
| buf | 2 |
| nor4b | 1 |
| mux2i | 8 |
| nand2 | 16 |
| dfxtp | 8 |
[cell type report]
class                           instances  area (um^2)  share of cell area (%)
Timing Repair Buffer                   24          233                    36.5
Clock buffer                            3         22.5                    3.54
Multi-Input combinational cell         25          164                    25.7
Tap cell                               46         57.6                    9.04
Sequential cell                         8          160                    25.1
Power figures rest on the tool's default switching activity, not on a simulated workload.
