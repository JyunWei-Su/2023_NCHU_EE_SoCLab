**./config.mk**
```make
export PLATFORM = sky130hd
export DESIGN_NAME = OUTPUT_STREAM_if
export DESIGN_NICKNAME = OUTPUT_STREAM_if
export VERILOG_FILES = /design/flow/design.v
export SDC_FILE = /design/flow/constraint.sdc
export NUM_CORES = 4
export LEC_CHECK = 1
export CORE_UTILIZATION = 40
```
**./constraint.sdc**
```tcl
current_design OUTPUT_STREAM_if

set clk_period 59.4
set clk_io_pct 0.2

create_clock -name clk0 -period $clk_period [get_ports {ACLK}]

set non_clock_inputs [all_inputs -no_clocks]
set_input_delay [expr $clk_period * $clk_io_pct] -clock clk0 $non_clock_inputs
set_output_delay [expr $clk_period * $clk_io_pct] -clock clk0 [all_outputs]
```
**./design.v**
```verilog
`timescale 1ns/1ps
module OUTPUT_STREAM_if
#(
    parameter TBITS = 32 ,
    parameter TBYTE = 4
)(
    input  wire             ACLK,
    input  wire             ARESETN,
    output wire             TVALID,
    input  wire             TREADY,
    output wire [TBITS-1:0] TDATA,
    output wire [TBYTE-1:0] TKEEP,
    output wire [1-1:0]     TLAST,
    output wire [1-1:0]     TUSER,
    input  wire [TBITS-1:0] osif_data_din,
    input  wire [TBYTE-1:0] osif_strb_din,
    input  wire [1-1:0]     osif_last_din,
    input  wire [1-1:0]     osif_user_din,
    output wire             osif_full_n,
    input  wire             osif_write
);
wire          fifo_read;
wire          fifo_empty_n;
wire [TBITS+TBYTE+2-1:0] osif_din;
wire [TBITS+TBYTE+2-1:0] osif_dout;
wire          s_valid;
wire          s_ready;
wire [TBITS+TBYTE+2-1:0] s_data;
wire          m_valid;
wire          m_ready;
wire [TBITS+TBYTE+2-1:0] m_data;
OUTPUT_STREAM_reg_slice #(
    .N       ( TBITS+TBYTE+2 )
) rs (
    .clk     ( ACLK ),
    .rstn    ( ARESETN ),
    .s_data  ( s_data ),
    .s_valid ( s_valid ),
    .s_ready ( s_ready ),
    .m_data  ( m_data ),
    .m_valid ( m_valid ),
    .m_ready ( m_ready )
);
OUTPUT_STREAM_fifo #(
    .DATA_BITS  ( TBITS+TBYTE+2 ),
    .DEPTH_BITS ( 4 )
) osif_fifo (
    .clk        ( ACLK ),
    .rstn       ( ARESETN ),
    .empty_n    ( fifo_empty_n ),
    .full_n     ( osif_full_n ),
    .read       ( fifo_read ),
    .write      ( osif_write ),
    .dout       ( osif_dout ),
    .din        ( osif_din )
);
assign TVALID = m_valid;
assign TDATA  = m_data[TBITS-1:0];
assign TKEEP  = m_data[TBITS+TBYTE-1:TBITS];
assign TLAST  = m_data[TBITS+TBYTE:TBITS+TBYTE];
assign TUSER  = m_data[TBITS+TBYTE+1:TBITS+TBYTE+1];
assign s_valid = fifo_empty_n;
assign m_ready = TREADY;
assign s_data  = osif_dout;
assign fifo_read    = fifo_empty_n & s_ready;
assign osif_din = {osif_user_din, osif_last_din, osif_strb_din, osif_data_din};
endmodule   
`timescale 1ns/1ps
module OUTPUT_STREAM_fifo
#(parameter
    DATA_BITS  = 8,
    DEPTH_BITS = 4
)(
    input  wire                 clk,
    input  wire                 rstn,
    output wire                 empty_n,
    output wire                 full_n,
    input  wire                 read,
    input  wire                 write,
    output wire [DATA_BITS-1:0] dout,
    input  wire [DATA_BITS-1:0] din
);
localparam
    DEPTH = 1 << DEPTH_BITS;
reg                   empty;
reg                   full;
reg  [DEPTH_BITS-1:0] index;
reg  [DATA_BITS-1:0]  mem[0:DEPTH-1];
assign empty_n = ~empty;
assign full_n  = ~full;
assign dout    = mem[index];
always @(posedge clk or negedge rstn) begin
    if (~rstn)
        empty <= 1'b1;
    else if (empty & write & ~read)
        empty <= 1'b0;
    else if (~empty & ~write & read & (index==1'b0))
        empty <= 1'b1;
end
always @(posedge clk or negedge rstn) begin
    if (~rstn)
        full <= 1'b0;
    else if (full & read & ~write)
        full <= 1'b0;
    else if (~full & ~read & write & (index==DEPTH-2'd2))
        full <= 1'b1;
end
always @(posedge clk or negedge rstn) begin
    if (~rstn)
        index <= {DEPTH_BITS{1'b1}};
    else if (~empty & ~write & read)
        index <= index - 1'b1;
    else if (~full & ~read & write)
        index <= index + 1'b1;
end
always @(posedge clk) begin
    if (~full & write) mem[0] <= din;
end
genvar i;
generate
    for (i = 1; i < DEPTH; i = i + 1) begin : gen_sr
        always @(posedge clk) begin
            if (~full & write) mem[i] <= mem[i-1];
        end
    end
endgenerate
endmodule   
`timescale 1ns/1ps
module OUTPUT_STREAM_reg_slice
#(parameter
    N = 8    
) (
    input  wire         clk,
    input  wire         rstn,
    input  wire [N-1:0] s_data,
    input  wire         s_valid,
    output wire         s_ready,
    output wire [N-1:0] m_data,
    output wire         m_valid,
    input  wire         m_ready
);
localparam [1:0]
    ZERO = 2'b10,
    ONE  = 2'b11,
    TWO  = 2'b01;
reg  [N-1:0] data_p1;
reg  [N-1:0] data_p2;
wire         load_p1;
wire         load_p2;
wire         load_p1_from_p2;
reg          s_ready_t;
reg  [1:0]   state;
reg  [1:0]   next;
assign s_ready = s_ready_t;
assign m_data  = data_p1;
assign m_valid = state[0];
assign load_p1 = (state == ZERO && s_valid) ||
                 (state == ONE && s_valid && m_ready) ||
                 (state == TWO && m_ready);
assign load_p2 = s_valid & s_ready;
assign load_p1_from_p2 = (state == TWO);
always @(posedge clk) begin
    if (load_p1) begin
        if (load_p1_from_p2)
            data_p1 <= data_p2;
        else
            data_p1 <= s_data;
    end
end
always @(posedge clk) begin
    if (load_p2) data_p2 <= s_data;
end
always @(posedge clk) begin
    if (~rstn)
        s_ready_t <= 1'b0;
    else if (state == ZERO)
        s_ready_t <= 1'b1;
    else if (state == ONE && next == TWO)
        s_ready_t <= 1'b0;
    else if (state == TWO && next == ONE)
        s_ready_t <= 1'b1;
end
always @(posedge clk) begin
    if (~rstn)
        state <= ZERO;
    else
        state <= next;
end
always @(*) begin
    case (state)
        ZERO:
            if (s_valid & s_ready)
                next = ONE;
            else
                next = ZERO;
        ONE:
            if (~s_valid & m_ready)
                next = ZERO;
            else if (s_valid & ~m_ready)
                next = TWO;
            else
                next = ONE;
        TWO:
            if (m_ready)
                next = ONE;
            else
                next = TWO;
        default:
            next = ZERO;
    endcase
end
endmodule   
```
**./run.sh**
```bash
#!/bin/bash
# OpenROAD 26Q1-2900-gdf79404cd8, Yosys 0.63+post, stock flow scripts
make -C /OpenROAD-flow-scripts/flow DESIGN_CONFIG=/design/flow/config.mk WORK_HOME=/design/flow/orfs finish
```
==> reports/qor.yml <==
outcome:
  outcome: "completed"
critical_path:
  cp-end-kind: "register"
  critPathRequiredTime_ns: 59.62
  r2r_slack_ns: 55.58
  cp-startpoint: "osif_write"
  worst-setup-path-type: "input port to register"
  arrival_ns: 15.61
  r2r_start: "osif_fifo.full"
  crit_path_start_kind: "input port"
  crit_fanout: 68
yosys:
  syn_area_mm2: 0.0274
  ys_types: 55
  ys_area_mm2: 0.0274
  synthCells: 1764
  flop_cell: "edfxtp_1"
  ys_cells: 1764
  ys_warn_count: 3
  ys_ff: 693
  synth-async-reset-ratio_pct: 0.866
  edf_count: 684
  ys_seq_share_pct: 75.7
  avgSynthCellArea_um2: 15.5
timing:
  clock_skew_ns: 0.0166
  tightest_slew_ns: 0.858
  setup_violations: 0
  finalHoldViolations: 0
  period_used_pct: 25.9
  relSlewSlack_pct: 42.6
  fmax_mhz: 65.0
  rsz0062_at_grt: "false"
  finalSetupTns_ns: 0
  slew_violations: 0
  post-route-min-period_ns: 15.39
pwr:
  ir_worst_vdd_mv: 0.0338
  p_per_area_mw_per_mm2: 54.9
  p_clk_share_pct: 24.5
  seqPwrFrac_pct: 45.5
  p_sw_w: 0.000578
  p_int_w: 0.00113
  comb_power_share_pct: 30.0
  p_leak_nw: 9.82
  swShare_pct: 33.8
routing:
  drt_wl_total_mm: 63.3
  drt_iter0_drc: 1315
  firstDrtPassIters: 6
  antenna_cells: 0
  viasPerCell: 5.94
  antenna_left: 0
  vias: 16200
  drt_drc_violations_left: 0
  wl_per_cell_um: 23.2
clock_network:
  clk_pin_slew_worst_paths_ns: 0.06
  cts.sinks: 693
  clockBufferDepth: 3
  cts.htree.levels: 3
  cts_hold_buf: 0
  cts_resized: 0
  postCtsSetupBuffers: 0
  insertion_delay_ns: 0.61
  cts_tree: "done"
  cts-root-buf: "clkbuf_16"
  numCtsBuffers: 71
global_route:
  antenna_found_initial: 0
  track_usage_pct: 19.7
  grt.overflow.total: 0
  grt_pass1_wl_mm: 97.4
  grt_max_degree: 138
  grt_pass1_vias: 16900
place:
  place_congestion: 0.819
  port_buffers: 81
  placed_cell_area_mm2: 0.0290
  dp_hpwl_mm: 31.7
floorplan:
  io_pins: 82
  fp-utilization_pct: 40.6
  coreArea_mm2: 0.0675
  num_rows: 95
  fp.dieW_um: 264
  die-area_mm2: 0.0696
  die_h_um: 264
cells_and_area:
  layout-drive-gt1-share_pct: 7.98
  fin_area_mm2: 0.0311
  syn_to_final_growth_pct: 13.4
flow_run:
  maxCapViolations: 0
  warnings: 33
min_path:
  worstHoldPathType: "register to register"
  hp-start: "osif_fifo.mem[2][1]"
## Yosys cell counts (6+ instances only)
cell type	n	area, µm²
a211oi_1	64	480
a21boi_0	28	210
a21oi_1	168	841
a221oi_1	36	315
a222oi_1	7	70.1
a22o_1	31	272
a22oi_1	108	811
a31oi_1	13	81.3
buf_2	74	370
buf_6	12	135
clkbuf_1	51	191
edfxtp_1	684	20500
inv_1	6	22.5
nand2_1	65	244
nand3_1	40	200
nand3b_1	93	698
nor2_1	85	319
nor2b_1	7	43.8
nor4_1	33	206
o211ai_1	11	82.6
o22ai_1	36	225
o2bb2ai_1	36	315
## final cells by class
type	instances	area [µm²]
Fill cell	5618	36400
Inverter	7	26.3
Tap cell	873	1090
Clock inverter	32	250
Sequential cell	693	20800
Multi-Input combinational cell	918	5970
Timing Repair Buffer	119	1120
Clock buffer	85	1870
## cell usage in the layout (no fill, tap or decap), types with 5 or more instances in the layout
cell type and n:
a31oi_1 13, clkdlybuf4s50_1 81, o22ai_1 36, a221oi_1 36, nand3b_1 93, buf_4 36, clkbuf_1 12, clkbuf_16 73
o2bb2ai_1 36, a222oi_1 7, edfxtp_1 684, a21oi_1 168, nand2_1 65, and2_1 5, a22o_1 31, inv_1 6
o211ai_1 11, a22oi_1 108, nor2_1 83, a211oi_1 64, nand3_1 40, a21boi_0 28, clkinv_1 21, nor4_1 33
## sequential cells by signal, summed over array words and instances, names as in the netlist
register / flops
osif_fifo.empty: 1
rs.data_p1: 38
rs.data_p2: 38
rs.state: 2
osif_fifo.index: 4
osif_fifo.mem: 608
rs.s_ready_t: 1
osif_fifo.full: 1
## per-stage QoR
step	util (%)	hold WS (ns)	total power (W)	std cells	setup WS [ns]
6_report	46.1	0.441	0.00171	2727	44.01
2_1_floorplan	-	0.418	0.00117	1764	20.71
3_3_place_gp	42.9	0.424	0.00129	2610	43.44
3_5_place_dp	42.9	0.432	0.00129	2610	43.34
4_1_cts	46.1	0.444	0.00172	2727	44.03
5_1_grt	46.1	0.452	0.00180	2727	43.77
## worst max-delay path, cell delays in order
cell and delay [ns]:
clkdlybuf4s50_1 0.54, inv_1 0.14, nor2_4 0.69, buf_4 0.76, buf_4 0.72, buf_4 0.79
## logic make-up (layout without fill, tap and decap cells)
group	count (synthesis)	after routing	synth area share [%]
AOI/OAI and AO/OA	560	560	14.2
xor gates and xnor gates	3	3	0.0959
adders and majority gates	5	5	0.228
buffers and inverters	153	243	2.83
DFF	693	693	75.7
muxes	5	5	0.192
and+or+nand+nor	345	345	6.78
## worst paths after layout
kind | to | cells after the start
max | osif_fifo.mem[2][26] | 6
min | osif_fifo.mem[3][1] | 0
max reg2reg | osif_fifo.mem[2][26] | 4
min reg2reg | osif_fifo.mem[3][1] | 0
max in group asynchronous | osif_fifo.index[1] | 1
min in group asynchronous | osif_fifo.full | 1
## power groups by stage
stage	Sequential [W]	Clock, W	Combinational (W)
after CTS	0.000777	0.000428	0.000513
after global routing	0.000792	0.000446	0.000560
final	0.000777	0.000418	0.000513
## routing by layer
metal	vias up	routed length, µm	track usage (%)
li1	7205	-	-
met1	7979	25300	29.2
met2	929	28300	27.4
met3	88	8450	11.6
met4	0	1300	3.58
met5	-	0	0
Power is estimated from default activity; no workload was simulated.
